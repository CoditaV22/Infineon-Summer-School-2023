`flow/config.mk`:
```
export PLATFORM = sky130hd
export DESIGN_NAME = top
export DESIGN_NICKNAME = top
export VERILOG_FILES = /design/flow/design.v
export SDC_FILE = /design/flow/constraint.sdc
export NUM_CORES = 4
export LEC_CHECK = 1
export CORE_UTILIZATION = 30
export SYNTH_MEMORY_MAX_BITS = 65536
```
`flow/constraint.sdc`:
```
current_design top

set clk_period 422.3
set clk_io_pct 0.2

create_clock -name clk0 -period $clk_period [get_ports {pclk_i}]

set non_clock_inputs [all_inputs -no_clocks]
set_input_delay [expr $clk_period * $clk_io_pct] -clock clk0 $non_clock_inputs
set_output_delay [expr $clk_period * $clk_io_pct] -clock clk0 [all_outputs]
```
`flow/design.v`:
```
`timescale 1ns / 1ps
module Computer(
    input pclk_i , presetn_i , compute_req_i , pready_i , pslverr_i,
    input [31:0] prdata_i,
    output valid_o,
    output reg pwrite_o , psel_o , penable_o,
    output [31:0] data_o,
    output reg [31:0] pwdata_o, 
    output reg [7:0] paddr_o
    );
    reg [31:0] out_reg;
    localparam IDLE = 2'b00;
    localparam SETUP = 2'b01;
    localparam ACCESS = 2'b10;
    reg [1:0] state , state_next;
    always@(posedge pclk_i)
    begin
        if(!presetn_i)
        paddr_o <= 0;
        else if(state == ACCESS && pready_i)
            paddr_o <= paddr_o + 1;
    end
    always@(posedge pclk_i)
    begin
        if(!presetn_i)
            out_reg <= 0;
        else if(state == ACCESS && pready_i)
            out_reg <= prdata_i;
    end
    always@(posedge pclk_i)
    begin
    if(presetn_i==0)
    state <= 0;
    else
    state <= state_next;
    end
    always@(*)
    begin
    state_next = state;
    case(state)
        IDLE: if(compute_req_i) state_next = SETUP;
        SETUP: state_next = ACCESS;
        ACCESS: if(pready_i && (compute_req_i || !paddr_o[0])) state_next = SETUP;
                else if(pready_i) state_next = IDLE;     
    endcase
    end
    always@(*)
    begin
    case(state)
        SETUP: begin           
               psel_o = 1;
               penable_o = 0;
               pwrite_o = 0;
               pwdata_o = 0;
               end
        ACCESS: begin
                psel_o = 1;
                penable_o = 1;
                pwrite_o = 0;
                pwdata_o = 0;
                end
        default: begin
                 psel_o = 0;
                 penable_o = 0;
                 pwrite_o = 0;
                 pwdata_o = 0;
                 end           
    endcase
    end
    assign data_o = out_reg + prdata_i;
    assign valid_o = (((state == ACCESS) && (pready_i)) && (paddr_o[0]));
endmodule
module Memory
(	
	input pclk_i , presetn_i , psel_i , penable , pwrite_i,
	input [7:0] paddr_i,
	input [31:0] pwdata_i,
	output pready_o,
	output pslverr_o,
	output [31:0] prdata_o
);
wire rd_en , wr_en;
reg [31:0] mem_efectiva [0:255];
localparam IDLE = 2'b00;
localparam SETUP = 2'b01;
localparam ACCESS = 2'b10;
reg [1:0] state , state_next;
assign wr_en = pwrite_i & penable & psel_i;
assign rd_en = ~pwrite_i & penable & psel_i;
always@(posedge pclk_i)
begin
	if(wr_en)
		mem_efectiva[paddr_i] <= pwdata_i; 		
end
assign prdata_o = (rd_en) ? mem_efectiva[paddr_i] : 0;
always@(posedge pclk_i)
begin
	if(!presetn_i)
		state <= IDLE;
	else
		state <= state_next;
end
always@(*)
begin
	state_next = state;
	case(state)
		IDLE: if(psel_i && !penable) state_next = SETUP;
		SETUP: if(psel_i && penable) state_next = ACCESS;
		ACCESS: begin
			if(!psel_i) state_next = IDLE;
			if(psel_i && !penable) state_next = SETUP;
		end
		default: state_next = IDLE;
	endcase
end
assign pready_o = ~(state == SETUP);
assign pslverr_o = 0;
endmodule
`timescale 1ns / 1ps
module Sampler(
    input pclk_i,presetn_i,
    input [31:0] data_i,
    input pready_i,pslverr_i,
    input [31:0] prdata_i,
    output psel_o,penable_o,pwrite_o,
    output reg [7:0] paddr_o,
    output reg [31:0] pwdata_o
    );
    wire sample_s;
    reg [18:0] count;
    wire end_transfer;
    localparam IDLE = 2'b00;
    localparam SETUP = 2'b01;
    localparam ACCESS = 2'b10;
    reg [1:0] state , state_next;
    always@(posedge pclk_i)
    begin
      if(!presetn_i)
      count <= 16;
      else begin
      if(count == 0)
      begin
      count <= 16;
      end
      else begin
      count <= count - 1;
      end
      end
    end
    assign sample_s = (count == 0) ? 1 : 0;
    always@(*)
    begin
        if(sample_s == 1)
        pwdata_o = data_i;
        else
        if(state == IDLE)
        pwdata_o = 0;    
    end
    always@(posedge pclk_i)
    begin
        if(!presetn_i)
        paddr_o <= 0;
        else 
        if(end_transfer)
        paddr_o <= paddr_o + 1;
    end
    always@(posedge pclk_i)
    begin
        if(!presetn_i)
        state <= IDLE;
        else
        state <= state_next;
    end
    always@(*)
    begin
    state_next = state;
    case(state)
        IDLE: if(sample_s) state_next = SETUP;
        SETUP: state_next = ACCESS;
        ACCESS:  begin  
                 if(sample_s && pready_i) state_next = SETUP;
                 else if(pready_i) state_next = IDLE;
                 end 
    endcase
    end
    assign psel_o = (state != IDLE);
    assign penable_o = (state == ACCESS);
    assign pwrite_o = (state != IDLE);
    assign end_transfer = (state == ACCESS && state_next != ACCESS);
endmodule
`timescale 1ns / 1ps
module top(
    input pclk_i,presetn_i,
    input [31:0] data_i,
    input compute_req_i,
    output valid_o,
    output [31:0] data_o
    );
    wire sout_sel , sout_enable , sout_write;
    wire [7:0] sout_addr;
    wire [31:0] sout_data;
    wire cout_sel , cout_enable , cout_write;
    wire [7:0] cout_addr;
    wire [31:0] cout_data;
    wire memout_ready;
    wire memout_pslverr;
    wire [31:0] memout_data;
    wire slave_sel , slave_en , slave_wr;
    reg [7:0] slave_addr;
    wire [31:0] slave_data;
    Sampler sample0(
        .pclk_i(pclk_i),
        .presetn_i(presetn_i),
        .data_i(data_i),
        .psel_o(sout_sel),
        .penable_o(sout_enable),
        .paddr_o(sout_addr),
        .pwdata_o(sout_data),
        .pwrite_o(sout_write),
        .prdata_i(memout_data),
        .pslverr_i(memout_pslverr),
        .pready_i(memout_ready)
    );
    Computer comp0
    (
        .pclk_i(pclk_i),
        .presetn_i(presetn_i),
        .compute_req_i(compute_req_i),
        .psel_o(cout_sel),
        .penable_o(cout_enable),
        .paddr_o(cout_addr),
        .pwdata_o(cout_data),
        .pwrite_o(cout_write),
        .prdata_i(memout_data),
        .pslverr_i(memout_pslverr),
        .pready_i(memout_ready),
        .valid_o(valid_o),
        .data_o(data_o)  
    );
    or(slave_sel , sout_sel , cout_sel);
    or(slave_en , sout_enable , cout_enable);
    or(slave_wr , sout_write , cout_write);
    always@(*)
    begin
        if(slave_wr)
            slave_addr = sout_addr;
        else
            slave_addr = cout_addr;
    end         
    Memory mem0
    (
        .pclk_i(pclk_i),
        .presetn_i(presetn_i),
        .psel_i(slave_sel),
        .penable(slave_en),
        .paddr_i(slave_addr),
        .pwdata_i(sout_data | cout_data),
        .pwrite_i(slave_wr),
        .prdata_o(memout_data),
        .pslverr_o(memout_pslverr),
        .pready_o(memout_ready)
    );
endmodule
```
`flow/run.sh`:
```
#!/bin/bash
# OpenROAD 26Q1-2900-gdf79404cd8, Yosys 0.63+post, stock flow scripts
make -C /OpenROAD-flow-scripts/flow DESIGN_CONFIG=/design/flow/config.mk WORK_HOME=/design/flow/orfs finish
```
==> reports/metrics.cfg <==
[pwr]
peakVddDrop_mv = 0.005868
cellPowerDensity_nw_per_um2 = 4.916
power.total_uw = 1707
leakage_uw = 0.1083

[detailed_routing]
viasPerCell = 5.538
ant_nets = 0
wl_per_cell_um = 31.19
drtIter0Drc = 13700
vias = 176800
first_pass_iters = 8
drc_errors = 0
totalWireLength_mm = 995.6

[timing]
finalSetupViolCount = 0
untimed_endpoints = 8224
unclocked_pins = 32
hold_viol_final = 0
rsz0062_at_grt = no
clock_skew_ns = 0.09753
max_slew_margin = -0.03009
period_used_share = 0.2293
maxSlewViolCount = 3
period_needed_ns = 96.84
clock.fmax_ghz = 0.01033
tns_ns = 0
tightest_slew_ns = 1.545

[global_routing]
grt_overflow = 0
antenna_found_initial = 79
grt_pass1_wl_mm = 1379
track_usage = 0.2066
grt_max_degree = 108
grt_pass1_vias = 184800

[floorplanning]
chipArea_um2 = 1006000
fp_util = 0.3010
die_y_mm = 1.003
rows = 367
die_x_mm = 1.003
design.core.area_um2 = 998700
io_pins = 68

[clocking]
hold_buffers = 0
clk_path_buf_depth = 4
root_buffer = clkbuf_16
cts_tree = done
path_clk_slew_ns = 0.06
clk_latency_ns = 1.27
cts-resized-gates = 0
htreeDepth = 6
cts_buffers = 796
postCtsSetupRepairBufs = 0

[yosys]
synthesis.area_um2 = 300600
synthCells = 17350
avgSynthCellArea_um2 = 17.33
synth_cell_types = 72
yosysChipArea_um2 = 300600
ys_ff = 8299
synthFlopType = edfxtp_1
yosys_cells = 17350
yosys_warnings = 4
enable_flop_cells = 8192
async_flop_share = 0

[layout]
layout_top_cells = edfxtp_1, o22ai_1, o21ai_0
largest_reg_flops = 8192
area_growth_pct = 15.54
final_cell_area_um2 = 347300
final_common_cell = edfxtp_1
layout-drive-gt1-share = 0.1294

[worst_setup_path]
cp_top_family = buffers and inverters
cpPeakStageDelay_ns = 1.11
worstSetupPathType = reg2out
crit_path_frequent_cell = buf_4
endpoint_kind = output port
crit_arrival_ns = 12.38
critPathSlowestCell = nor4_1
start_kind = flop
required_ns = 337.84
crit_fanout = 98
worstPathBufferInverterCount = 8

[hold_path]
hp-class = reg2reg

[flow_run]
warnings = 50
max_cap_viol_count = 1

[status]
violations = max-capacitance violations, max-slew violations
outcome = complete, but fails checks

[placement]
place_hpwl_mm = 559.2
place_area_um2 = 322100
portBuffers = 67
routabilityCongestion = 0.9749

## final timing paths
kind	slack [ns]	from	cells after the start	to
setup / recovery	325.46	sample0.state[0]	26	data_o[26]
hold / removal	0.45	sample0.count[0]	1	sample0.count[0]
setup reg to reg	413.97	sample0.state[1]	16	comp0.out_reg[24]
hold reg to reg	0.45	sample0.count[0]	1	sample0.count[0]
## area by class of cell
cell class | instances | area, um2
inverters | 17 | 63.81
well taps | 13280 | 16620
multi-input cells | 7775 | 49200
flip-flops and latches | 8299 | 248100
repair buffers | 1023 | 8080
clock buffers | 1009 | 20860
clock inverters | 442 | 4185
fillers | 91460 | 651500
diodes | 69 | 172.7
## synthesized netlist by cell type (all sizes together) (5+ instances only)
library cell	number	area share
a22oi	130	0.0032
and2	77	0.0016
edfxtp	8192	0.82
and3	5	0.00010
o21a	19	0.00047
nand2	98	0.0012
nor4	65	0.0014
nor2b	8	0.00017
a222oi	11	0.00037
nand2b	10	0.00021
o21ai	2060	0.034
nor3	33	0.00055
a41oi	367	0.011
o41ai	17	0.00050
nand4	147	0.0031
or3	5	0.00010
dlxtn	32	0.0016
buf	895	0.015
a21oi	130	0.0022
a2111oi	12	0.00035
dfxtp	75	0.0050
clkbuf	361	0.0045
a21o	5	0.00012
o31ai	21	0.00056
a221oi	17	0.00050
nor2	359	0.0045
o21bai	7	0.00017
nand3	34	0.00057
ha	34	0.0014
inv	17	0.00021
or4	6	0.00015
a211oi	6	0.00015
xnor2	47	0.0014
xor2	8	0.00023
o22ai	3985	0.083
a21boi	7	0.00017
## per-stage QoR
stage / hold WS [ns] / util / std cells / setup slack [ns]
4_1_cts: 0.4492 / 0.3475 / 31850 / 325.91
6_report: 0.4460 / 0.3477 / 31920 / 325.46
5_1_grt: 0.4594 / 0.3476 / 31890 / 325.36
3_3_place_gp: 0.4271 / 0.3225 / 30400 / 327.11
3_5_place_dp: 0.4407 / 0.3225 / 30400 / 327.25
2_1_floorplan: 0.4138 / - / 17350 / 333.35
## routing by layer
| metal | GRT usage | part of all wire | vias up |
|---|---|---|---|
| met5 | 0.04606 | 0.0050 | - |
| met4 | 0.1140 | 0.072 | 121 |
| met3 | 0.1992 | 0.21 | 2472 |
| met2 | 0.2869 | 0.43 | 13840 |
| met1 | 0.1894 | 0.28 | 86030 |
| li1 | - | - | 74310 |
## cell families (layout without fill, tap and decap cells)
logic type | count (synthesis) | count (layout) | synth area share
and+or+nand+nor | 858 | 858 | 0.01391
AOI/OAI and AO/OA | 6819 | 6819 | 0.1375
xor gates and xnor gates | 56 | 56 | 0.001678
muxes | 7 | 7 | 0.0002581
other | 0 | 69 | 0
buffers and inverters | 1273 | 2491 | 0.02017
adders and majority gates | 35 | 35 | 0.001482
DFF | 8267 | 8267 | 0.8234
latches | 32 | 32 | 0.001598
## report_power, final
part	leakage (uW)	internal, uW	switching, uW	total (uW)
clock	0.0122	382	305	687
combinational	0.0159	34.8	94.3	129
sequential	0.0803	890	0.930	891
Power is estimated from default activity; no workload was simulated.
